==> flow/design.v <==
`timescale 1ns/1ps
module forward_unit(
    input         clk_i,
    input         rst_i,
    input [4:0]   rR1_id_exe_i,
    input [4:0]   rR2_id_exe_i,
    input [4:0]   wr_exe_mem_i,
    input [4:0]   wr_mem_wb_i,
    input [4:0]   wr_wb_i,
    input [31:0]  data_exe_i,
    input [31:0]  data_mem_i,
    input [31:0]  data_wb_i, 
    input         detect_r1_i,
    input         detect_r2_i,
    input         is_load_i,
    input         is_sb_exe_i,
    input         is_sb_mem_i,
    output [31:0] forward_data_1_o,
    output [31:0] forward_data_2_o,
    output reg    r1_select_i,
    output reg    r2_select_i,
    output        suspend_o
);
reg [31:0] data_1;
reg [31:0] data_2;
always @(*) begin
    if(detect_r1_i) begin
        if(rR1_id_exe_i == wr_exe_mem_i) begin
            data_1 = data_exe_i;
            r1_select_i = (wr_exe_mem_i!=5'h0) & ~is_sb_exe_i;
        end
        else if(rR1_id_exe_i == wr_mem_wb_i) begin
            data_1 = data_mem_i;
            r1_select_i = (wr_mem_wb_i!=5'h0) & ~is_sb_mem_i;
        end
        else if(rR1_id_exe_i == wr_wb_i) begin
            data_1 = data_wb_i;
            r1_select_i = (wr_wb_i!=5'h0);
        end
        else
            r1_select_i = 1'b0;
    end
    else
        r1_select_i = 1'b0;
end
always @(*) begin
    if(detect_r2_i) begin 
        if(rR2_id_exe_i == wr_exe_mem_i) begin
            data_2 = data_exe_i;
            r2_select_i = (wr_exe_mem_i!=5'h0) & ~is_sb_exe_i;
        end 
        else if(rR2_id_exe_i == wr_mem_wb_i) begin
            data_2 = data_mem_i;
            r2_select_i = (wr_mem_wb_i!=5'h0) & ~is_sb_mem_i;
        end
        else if(rR2_id_exe_i == wr_wb_i) begin
            data_2 = data_wb_i;
            r2_select_i = (wr_wb_i!=5'h0);
        end
        else
            r2_select_i = 1'b0;
    end
    else
        r2_select_i = 1'b0;
end
assign forward_data_1_o = data_1;
assign forward_data_2_o = data_2;
wire suspend_1 = is_load_i & (rR1_id_exe_i == wr_exe_mem_i) & detect_r1_i;
wire suspend_2 = is_load_i & (rR2_id_exe_i == wr_exe_mem_i) & detect_r2_i;
assign suspend_o = suspend_1 | suspend_2;
endmodule
==> flow/run.sh <==
#!/bin/bash
# OpenROAD 26Q1-2900-gdf79404cd8, Yosys 0.63+post, stock flow scripts
make -C /OpenROAD-flow-scripts/flow DESIGN_CONFIG=/design/flow/config.mk WORK_HOME=/design/flow/orfs finish
==> flow/config.mk <==
export PLATFORM = sky130hd
export DESIGN_NAME = forward_unit
export DESIGN_NICKNAME = forward_unit
export VERILOG_FILES = /design/flow/design.v
export SDC_FILE = /design/flow/constraint.sdc
export NUM_CORES = 4
export LEC_CHECK = 1
export CORE_UTILIZATION = 30
==> flow/constraint.sdc <==
current_design forward_unit

set clk_period 13.9
set clk_io_pct 0.2

create_clock -name clk0 -period $clk_period

set non_clock_inputs [all_inputs -no_clocks]
set_input_delay [expr $clk_period * $clk_io_pct] -clock clk0 $non_clock_inputs
set_output_delay [expr $clk_period * $clk_io_pct] -clock clk0 [all_outputs]
==> qor.yml <==
ys_chip_area_sq_um: 2705
insertedDiodeCount: 0
slew_violations: 0
grt_max_degree: 52
arrival_ns: 5.24
worst_ir_drop_vdd_mv: 0.01360
max_slew_margin_pct: 64.06
chipHeight_um: 96.96
ys.flops: 64
post-cts-setup-buffer-count: 0
area_growth_pct: 73.54
rows: 34
fmax_mhz: 124.6
tns_ns: 0
drt_iter0_drc: 118
grt_overflow: 0
p_leak_nw: 2.017
postCtsHoldBufs: 0
largest_area_cell: "dlxtn_1"
endpoint_kind: "output pin"
comb_area_sq_um: 1599
final_common_cell: "clkdlybuf4s50_1"
period_minus_slack_ns: 8.024
maxCapViolations: 0
tool_warnings: 34
die-area_sq_um: 9400
dp_hpwl_um: 7303
routedWlPerCell_um: 14.51
pin_count: 195
synth_area_per_cell_sq_um: 6.456
grt_pass1_wl_um: 16190
rsz0062_at_grt: "no"
nFillCells: 830
path_max_fanout: 27
required_ns: 11.12
synth_cells: 419
untimed_endpoints: 128
finalHoldViolCount: 0
status: "complete, no violations"
via_per_inst: 4.801
unclocked_regs: 64
dp_cells: 700
finalCritPeriodShare_pct: 57.72
initCoreUtil_pct: 31.02
yosysUniqueCellTypes: 18
yosys-top-cells-area: "dlxtn_1, nand2_1, a31oi_1"
seqCellArea_sq_um: 960.9
dr.pass1.iters: 6
dieWidth_um: 96.96
yosys_cells: 419
core_area_sq_um: 8721
p_per_area_nw_per_um2: 31.07
syn_area_sq_um: 2705
grt_pass1_vias: 3245
gp_congestion: 0.8283
cts.repair.resized: 0
fin_cells: 700
setup_violations: 0
wl_um: 10160
grt.total_usage_pct: 21.43
mostFrequentLayoutCells: "clkdlybuf4s50_1, nand2_1, nor2_1, a31oi_1, dlxtn_1"
drcViolationCount: 0
worstSetupPathType: "primary input to output pin"
top_cell_area_share_pct: 35.52
min_path_type: "primary input to output pin"
antenna_found_initial: 0
dr_total_vias: 3361
drive_above_1_share_pct: 2.365
port_buffers: 193
critPathLaunchType: "primary input"
ys.warnings.count: 1
tightest_slew_ns: 0.5385
ant_nets: 0
cell type report:
cell class | count | share of cell area [%]
Inverter | 2 | 0.1599
Multi-Input combinational cell | 325 | 34.06
Sequential cell | 64 | 20.47
Tap cell | 108 | 2.878
Timing Repair Buffer | 201 | 42.43
registers in the layout (all words and copies together) (netlist names):
register	count
data_1	32
data_2	32
where the power goes:
part	leakage [nW]	switching [mW]	total [mW]	internal, mW
Sequential	0.521	0.00420	0.0307	0.0265
Combinational	1.50	0.0395	0.115	0.0756
Clock	0	0	0	0
cell usage after synthesis:
cell type / number
a21oi_1: 2
nor2_1: 69
o22ai_1: 1
nand2_1: 135
buf_6: 2
xnor2_1: 10
and2_1: 3
nand3_1: 6
dlxtn_1: 64
a31oi_1: 66
inv_1: 2
clkbuf_1: 8
xor2_1: 20
o21ai_0: 4
nor3_2: 2
buf_4: 5
buf_2: 13
nor3_1: 7
metal layers:
metal / vias up / wire length (um) / share of wire (%) / global-route usage (%)
met5: - / 0 / 0 / 0
met4: 0 / 66 / 0.65 / 2.181
met3: 4 / 703 / 6.9 / 3.015
met2: 143 / 4955 / 49 / 37.65
met1: 1481 / 4431 / 44 / 29.27
li1: 1733 / - / - / -
per-stage QoR:
stage	cell area [sq um]	utilization, %	hold WS [ns]	worst slack, ns	power (mW)
after floorplan	2705	-	5.632	7.450	0.06093
after global placement	4695	53.83	6.474	5.877	0.1462
after detailed placement	4695	53.83	6.464	5.868	0.1467
after CTS	4695	53.83	6.474	5.873	0.1474
after global routing	4695	53.83	6.511	5.629	0.1583
final	4695	53.83	6.466	5.876	0.1458
worst paths after layout:
path / endpoint / from / slack, ns / cells past startpoint
worst min-delay path: suspend_o / is_load_i / 6.47 / 3
worst max-delay path: suspend_o / rR1_id_exe_i[2] / 5.88 / 7
critical path, cell delays in order:
cell and delay, ns:
clkdlybuf4s50_1 0.49, xor2_1 0.20, nor3_1 0.33, nand3_2 0.51, o22ai_1 0.33, and2_1 0.15
clkdlybuf4s50_1 0.45
cells by family after synthesis:
| kind of cell | count (synthesis) | synth area share (%) |
|---|---|---|
| latches | 64 | 35.52 |
| XOR/XNOR | 30 | 9.713 |
| AND-OR/OR-AND | 73 | 16.61 |
| AND/OR/NAND/NOR | 222 | 32.15 |
| buffers and inverters | 30 | 6.013 |
No activity file was given, so power comes from the tool's default toggle rates.
