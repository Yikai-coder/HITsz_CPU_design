$ cat config.mk
export PLATFORM = sky130hd
export DESIGN_NAME = reg_id_exe
export DESIGN_NICKNAME = reg_id_exe
export VERILOG_FILES = /design/flow/design.v
export SDC_FILE = /design/flow/constraint.sdc
export NUM_CORES = 4
export LEC_CHECK = 1
export CORE_UTILIZATION = 30
$ cat constraint.sdc
current_design reg_id_exe

set clk_period 1.1
set clk_io_pct 0.2

create_clock -name clk0 -period $clk_period [get_ports {clk_i}]

set non_clock_inputs [all_inputs -no_clocks]
set_input_delay [expr $clk_period * $clk_io_pct] -clock clk0 $non_clock_inputs
set_output_delay [expr $clk_period * $clk_io_pct] -clock clk0 [all_outputs]
$ cat design.v
`timescale 1ns/1ps
module reg_id_exe(
    input             clk_i,
    input             rst_i,
    input      [31:0] ext_i,
    input      [4:0]  rR1_i,    
    input      [4:0]  rR2_i,
    input      [31:0] rD1_i,
    input      [31:0] rD2_i,
    input      [31:0] current_pc_i,
    input      [1:0]  pc_sel_i,    
    input             branch_controler_i,   
    input             op_A_sel_i,  
    input             op_B_sel_i,
    input      [4:0]  alu_opcode_i,
    input      [4:0]  wr_i,
    input      [1:0]  wd_sel_i,
    input             regfile_we_i,
    input             mem_we_i,
    input      [1:0]  mem_data_sel_i,
    input      [31:0] return_pc_i,
    input             suspend_i,
    input             flush_i,
    input             is_load_i,
    input             is_sb_i,
    output reg [31:0] ext_o,
    output reg [4:0]  rR1_o,
    output reg [4:0]  rR2_o,
    output reg [31:0] rD1_o,
    output reg [31:0] rD2_o,
    output reg [31:0] current_pc_o,
    output reg [1:0]  pc_sel_o,    
    output reg        branch_controler_o,   
    output reg        op_A_sel_o,  
    output reg        op_B_sel_o,
    output reg [4:0]  alu_opcode_o,
    output reg [4:0]  wr_o,
    output reg [1:0]  wd_sel_o,
    output reg        regfile_we_o,
    output reg        mem_we_o,
    output reg [1:0]  mem_data_sel_o,
    output reg [31:0] return_pc_o,
    output reg        is_load_o,
    output reg        is_sb_o
);
    always @(posedge clk_i or posedge rst_i) begin
        if(rst_i)
            ext_o <= 32'h0;
        else
            if(flush_i)
                ext_o <= 32'h0;
            else if(suspend_i)
                ext_o <= ext_o;
            else
                ext_o <= ext_i;
    end
    always @(posedge clk_i or posedge rst_i) begin
        if(rst_i)
            rD1_o <= 32'h0;
        else
            if(flush_i)
                rD1_o <= 32'h0;
            else if(suspend_i)
                rD1_o <= rD1_o;
            else
                rD1_o <= rD1_i;
    end    
    always @(posedge clk_i or posedge rst_i) begin
        if(rst_i)
            rD2_o <= 32'h0;
        else
            if(flush_i)
                rD2_o <= 32'h0;
            else if(suspend_i)
                rD2_o <= rD2_o;
            else
                rD2_o <= rD2_i;
    end    
    always @(posedge clk_i or posedge rst_i) begin
        if(rst_i)
            current_pc_o <= 32'h0;
        else
            if(suspend_i)
                current_pc_o <= current_pc_o;
            else
                current_pc_o <= current_pc_i;
    end 
    always @(posedge clk_i or posedge rst_i) begin
        if(rst_i)
            pc_sel_o <= 2'h0;
        else
            if(flush_i)
                pc_sel_o <= 2'h0;
            else if(suspend_i)
                pc_sel_o <= pc_sel_o;
            else
                pc_sel_o <= pc_sel_i;
    end 
    always @(posedge clk_i or posedge rst_i) begin
        if(rst_i)
            branch_controler_o <= 1'b0;
        else
            if(flush_i)
                branch_controler_o <= 1'b0;
            else if(suspend_i)
                branch_controler_o <= 1'b0;
            else
                branch_controler_o <= branch_controler_i;
    end 
    always @(posedge clk_i or posedge rst_i) begin
        if(rst_i)
            op_A_sel_o <= 1'b0;
        else
            if(flush_i)
                op_A_sel_o <= 1'b0;
            else if(suspend_i)
                op_A_sel_o <= op_A_sel_o;
            else
                op_A_sel_o <= op_A_sel_i;
    end 
    always @(posedge clk_i or posedge rst_i) begin
        if(rst_i)
            op_B_sel_o <= 1'b0;
        else
            if(flush_i)
                op_B_sel_o <= 1'b0;
            else if(suspend_i)
                op_B_sel_o <= op_B_sel_o;
            else
                op_B_sel_o <= op_B_sel_i;
    end 
    always @(posedge clk_i or posedge rst_i) begin
        if(rst_i)
            alu_opcode_o <= 5'h0;
        else
            if(flush_i)
                alu_opcode_o <= 5'h0;
            else if(suspend_i)
                alu_opcode_o <= alu_opcode_o;
            else
                alu_opcode_o <= alu_opcode_i;
    end 
    always @(posedge clk_i or posedge rst_i) begin
        if(rst_i)
            rR1_o <= 5'h0;
        else
            if(flush_i)
                rR1_o <= 5'h0;
            else if(suspend_i)
                rR1_o <= rR1_o;
            else
                rR1_o <= rR1_i;
    end 
    always @(posedge clk_i or posedge rst_i) begin
        if(rst_i)
            rR2_o <= 5'h0;
        else
            if(flush_i)
                rR2_o <= 5'h0;
            else if(suspend_i)
                rR2_o <= rR2_o;
            else
                rR2_o <= rR2_i;
    end 
    always @(posedge clk_i or posedge rst_i) begin
        if(rst_i)
            wr_o <= 5'h0;
        else
            if(flush_i)
                wr_o <= 5'h0;
            else if(suspend_i)
                wr_o <= 5'h0;
            else
                wr_o <= wr_i;
    end 
    always @(posedge clk_i or posedge rst_i) begin
        if(rst_i)
            wd_sel_o <= 2'h0;
        else
            if(flush_i)
                wd_sel_o <= 2'h0;
            else if(suspend_i)
                wd_sel_o <= wd_sel_o;
            else
                wd_sel_o <= wd_sel_i;
    end 
    always @(posedge clk_i or posedge rst_i) begin
        if(rst_i)
            regfile_we_o <= 1'b0;
        else
            if(flush_i)
                regfile_we_o <= 1'b0;
            else if(suspend_i)
                regfile_we_o <= 1'b0; 
            else
                regfile_we_o <= regfile_we_i;
    end 
    always @(posedge clk_i or posedge rst_i) begin
        if(rst_i)
            mem_we_o <= 1'b0;
        else
            if(flush_i)
                mem_we_o <= 1'b0;
            else if(suspend_i)
                mem_we_o <= 1'b0;
            else
                mem_we_o <= mem_we_i;
    end 
    always @(posedge clk_i or posedge rst_i) begin
        if(rst_i)
            mem_data_sel_o <= 2'h0;
        else
            if(flush_i)
                mem_data_sel_o <= 2'h0;
            else if(suspend_i)
                mem_data_sel_o <= mem_data_sel_o;
            else
                mem_data_sel_o <= mem_data_sel_i;
    end 
    always @(posedge clk_i or posedge rst_i) begin
        if(rst_i)
            return_pc_o <= 32'h0;
        else
            if(flush_i)
                return_pc_o <= 32'h0;
            else if(suspend_i)
                return_pc_o <= return_pc_o;
            else
                return_pc_o <= return_pc_i;
    end
    always @(posedge clk_i or posedge rst_i) begin
        if(rst_i)
            is_load_o <= 1'b0;
        else
            if(flush_i)
                is_load_o <= 1'b0;
            else if(suspend_i)
                is_load_o <= is_load_o;
            else
                is_load_o <= is_load_i;
    end
    always @(posedge clk_i or posedge rst_i) begin
        if(rst_i)
            is_sb_o <= 1'b0;
        else
            if(flush_i)
                is_sb_o <= 1'b0;
            else if(suspend_i)
                is_sb_o <= is_sb_o;
            else
                is_sb_o <= is_sb_i;
    end
endmodule
$ cat run.sh
#!/bin/bash
# OpenROAD 26Q1-2900-gdf79404cd8, Yosys 0.63+post, stock flow scripts
make -C /OpenROAD-flow-scripts/flow DESIGN_CONFIG=/design/flow/config.mk WORK_HOME=/design/flow/orfs finish
==> results.json <==
{
  "fillCellCount": 2301,
  "numCtsBuffers": 17,
  "hold_class": "primary input to register",
  "worst_pin_slew_ns": 0.299,
  "log.warning_count": 28,
  "fin_setup_tns_ns": -6.94,
  "yosysWarnings": 1,
  "status": "finished with violations",
  "firstDrtPassIters": 6,
  "path_class": "register to primary output",
  "cpPeakStageDelay_ns": 0.41,
  "ys_seq_share_pct": 62.7,
  "rsz0062_at_grt": "yes",
  "peakVddDrop_v": 0.000933,
  "syn_area_per_cell_um2": 13.3,
  "post-place-ws_ns": -0.0587,
  "endpoint": "ext_o[11]",
  "place_congestion": 0.793,
  "crit_fanout": 2,
  "grt_overflow": 0,
  "yosys_area_um2": 7700,
  "cts_buffer_depth": 2,
  "setup_ws_ns": -0.0837,
  "rows": 58,
  "drive_gt1_share_pct": 34.1,
  "fmax_mhz": 845,
  "die_w_um": 162,
  "wl_per_cell_um": 16.3,
  "path_cells": "buf_2",
  "pwr_density_cell_nw_per_um2": 1330,
  "area_growth_pct": 60.4,
  "syn_inst": 579,
  "crit_path_start_kind": "register",
  "crit_cells": 1,
  "synth_area_um2": 7700,
  "seq_power_share_pct": 47.2,
  "period_minus_slack_ns": 1.18,
  "grt_max_degree": 55,
  "antenna_left": 0,
  "first_global_vias": 6099,
  "rrSetupSlack_ns": 0.17,
  "relSlewSlack_pct": 80.0,
  "yosysUniqueCellTypes": 12,
  "grt_pass1_wl_um": 34900,
  "fp.dieH_um": 162,
  "synth_stat.cells": 579,
  "switchingPower_mw": 4.13,
  "ys_ff": 193,
  "pwr-share-comb_pct": 15.8,
  "cts.sinks": 193,
  "hold_viol_final": 0,
  "fin_crit_sh_pct": 108,
  "power.internal_mw": 12.3,
  "power.share.switching_pct": 25.2,
  "fp_util_pct": 30.6,
  "cts_tree": "built",
  "core-area_um2": 25200,
  "cp.arrival_ns": 0.96,
  "r2r-end": "rD2_o[10]",
  "clkLatencyLatePin_ns": 0.42,
  "skew_ns": 0,
  "drv_slew": 0,
  "crit_required_ns": 0.88,
  "finalWirelength_um": 22700,
  "cp.buffers_inverters": 1,
  "routed_via_density": 4.28,
  "grtUsageTotal_pct": 17.7,
  "startpoint": "ext_o[11]",
  "p_clk_share_pct": 36.9,
  "drtIter0Drc": 220,
  "fin_hold_ws_ns": 0.130,
  "crit_family": "flip-flops",
  "htree_levels": 4,
  "slowest_stage": "dfrtp_1",
  "io-pin-count": 390,
  "r2r-start": "rD2_o[10]",
  "dp_hpwl_um": 16400,
  "dieArea_um2": 26300,
  "violations": "negative setup slack",
  "setup_viol": 192,
  "clk_pin_slew_ns": 0.08,
  "cts.root.buffer_cell": "clkbuf_16",
  "holdBufCountCts": 0,
  "end_kind": "primary output",
  "io_buffers": 389,
  "drcViolationCount": 0,
  "max_cap_viol_count": 0,
  "antenna_found_initial": 1,
  "power.leakage_nw": 6.48,
  "fin_util_pct": 49.1,
  "rr_worst_depth": 4,
  "vias": 5971
}
[routing by layer]
layer	vias to the layer above	GRT usage [%]	routed length, um
met4	0	1.89	269
met5	-	0	0
li1	2877	-	-
met1	2862	24.6	9480
met3	14	5.13	1800
met2	218	28.9	11100
[kinds of logic after synthesis]
kind of cell           Yosys count  synth area share [%]
multiplexers                   185                  24.6
AND/OR/NAND/NOR                162                  8.15
buffers and inverters           39                  4.58
flip-flops                     193                  62.7
[cells in the mapped netlist]
master	count	area, um^2
and2_1	8	50.1
buf_12	1	20.0
buf_2	2	10.0
buf_4	4	30.0
buf_6	2	22.5
buf_8	14	210
clkbuf_1	15	56.3
dfrtp_1	193	4830
inv_1	1	3.75
mux2_2	32	360
mux2i_1	153	1530
nor2_1	154	578
[layout make-up]
| type | count | area, um^2 | area share (%) |
|---|---|---|---|
| diodes | 1 | 2.50 | 0.0203 |
| clock buffers | 18 | 439 | 3.55 |
| clock inverters | 13 | 119 | 0.962 |
| inverters | 1 | 7.51 | 0.0608 |
| multi-input cells | 347 | 2520 | 20.4 |
| flip-flops and latches | 193 | 4830 | 39.1 |
| well taps | 330 | 413 | 3.34 |
| repair buffers | 493 | 4020 | 32.6 |
[power by group through the flow]
stage | registers, mW | logic, mW | clock network (mW)
finish | 7.74 | 2.60 | 6.05
global route | 7.79 | 2.85 | 6.54
CTS | 7.74 | 2.52 | 6.29
[worst min path at each step]
stage	slack (ns)	start	cells after the start	end
final	0.13	flush_i	2	rD1_o[12]
after global routing	0.12	flush_i	2	rD1_o[4]
after CTS	0.12	flush_i	2	rD1_o[12]
[flip-flops by register name (all words and copies together) (netlist names), 2 cells and up]
signal and flops:
current_pc_o 32, ext_o 32, rD1_o 32, rD2_o 32, return_pc_o 32, alu_opcode_o 5, rR1_o 5, rR2_o 5
wr_o 5, mem_data_sel_o 2, pc_sel_o 2, wd_sel_o 2
[placed cells by master (no fill, tap or decap), drive strengths merged]
master         synthesis  routed
clkinv                 0       4
mux2i                153     153
clkbuf                15      18
buf                   23     299
mux2                  32      32
clkdlybuf4s50          0     194
and2                   8       8
diode                  0       1
nor2                 154     154
clkinvlp               0       2
dfrtp                193     193
inv                    1       8
[through the flow]
step,cell area (um^2),power (mW),instances
final,12400,16.4,1396
after global routing,12400,17.2,1395
after CTS,12000,16.6,1350
after detailed placement,12200,10.8,1295
after global placement,12200,10.7,1295
after floorplan,7710,8.76,579
[what timing repair did]
action                                  CTS  global route
buffers inserted                         24            45
endpoints found under the setup margin  193           193
endpoints found under the hold margin     0             0
resized                                 619             0
No activity file was given, so power comes from the tool's default toggle rates.
